File: flow/constraint.sdc
current_design core

set clk_period 45.6
set clk_io_pct 0.2

create_clock -name clk0 -period $clk_period [get_ports {clk}]

set non_clock_inputs [all_inputs -no_clocks]
set_input_delay [expr $clk_period * $clk_io_pct] -clock clk0 $non_clock_inputs
set_output_delay [expr $clk_period * $clk_io_pct] -clock clk0 [all_outputs]
File: flow/design.v
module core(clk,
            rst_n,
            mem_wen_D,
            mem_addr_D,
            mem_wdata_D,
            mem_rdata_D,
            mem_addr_I,
            mem_rdata_I
    );
    input         clk, rst_n ;
    output        mem_wen_D  ;   
    output [31:0] mem_addr_D ;   
    output [31:0] mem_wdata_D;   
    input  [31:0] mem_rdata_D;   
    output [31:0] mem_addr_I ;   
    input  [31:0] mem_rdata_I;   
    wire [31:0] mem_rdata_Ib;
    wire [31:0] mem_rdata_Db;
    wire [6:0] opcode;
    wire [4:0] rs1;
    wire [4:0] rs2;
    wire [4:0] rd;
    wire [2:0] func3;
    wire [6:0] func7;
    wire Jalr;
    wire Jal;
    wire Branch;
    wire MemtoReg;
    wire MemWrite;
    wire ALUSrc;
    wire RegWrite;
    wire [31:0] write_data_reg;
    wire [31:0] rs1_data;
    wire [31:0] rs2_data;
    reg [31:0] imm;
    wire [31:0] imm_J;
    wire [31:0] imm_B;
    wire [31:0] imm_I;
    wire [31:0] imm_S;
    wire [31:0] ALU_b;
    wire zero;
    reg [31:0] ALU_result;
    reg [3:0] alu_ctrl;
    reg [31:0] PC;
    wire [31:0] PC_add4;
    reg [31:0] next_PC;
    reg [31:0] mem [0:31];
    integer i;
    assign mem_rdata_Ib = {mem_rdata_I[7:0], mem_rdata_I[15:8], mem_rdata_I[23:16], mem_rdata_I[31:24]};
    assign mem_wdata_D = {rs2_data[7:0], rs2_data[15:8], rs2_data[23:16], rs2_data[31:24]};
    assign mem_rdata_Db = {mem_rdata_D[7:0], mem_rdata_D[15:8], mem_rdata_D[23:16], mem_rdata_D[31:24]};
    assign mem_wen_D = MemWrite;
    assign mem_addr_D = ALU_result;
    assign {func7, rs2, rs1, func3, rd, opcode} = mem_rdata_Ib;
    assign imm_J = {{12{mem_rdata_Ib[31]}}, mem_rdata_Ib[19:12], mem_rdata_Ib[20], mem_rdata_Ib[30:25], mem_rdata_Ib[24:21], 1'b0};   
    assign imm_I = {{21{mem_rdata_Ib[31]}}, mem_rdata_Ib[30:25], mem_rdata_Ib[24:21], mem_rdata_Ib[20]};    
    assign imm_B = {{20{mem_rdata_Ib[31]}}, mem_rdata_Ib[7], mem_rdata_Ib[30:25], mem_rdata_Ib[11:8], 1'b0};  
    assign imm_S = {{21{mem_rdata_Ib[31]}}, mem_rdata_Ib[30:25], mem_rdata_Ib[11:8], mem_rdata_Ib[7]};    
    always @(*) begin
        case (opcode[6:2]) // synopsys parallel_case full_case
            5'b11011: imm = imm_J;   
            5'b11001: imm = imm_I;    
            5'b11000: imm = imm_B;  
            5'b00000: imm = imm_I;  
            5'b01000: imm = imm_S;    
        endcase
    end
    assign Jalr = opcode[2] && (~opcode[3]);
    assign Jal = opcode[3];
    assign Branch = (~opcode[2]) && opcode[6];
    assign MemtoReg = ~opcode[5];
    assign MemWrite = (~opcode[4]) && (opcode[5]) && (~opcode[6]);
    assign ALUSrc = opcode[2] || ((~opcode[4]) && (~opcode[6]));
    assign RegWrite = opcode[2] || opcode[4] || (~opcode[5]);
    always @(*) begin
        case (opcode[6:2])
            5'b11000: alu_ctrl = 4'b0110;    
            5'b01100: begin  
                case (func3) // synopsys parallel_case full_case
                    3'b000: alu_ctrl = func7[5] ? 4'b0110 : 4'b0010;    
                    3'b111: alu_ctrl = 4'b0000;  
                    3'b110: alu_ctrl = 4'b0001;  
                    3'b010: alu_ctrl = 4'b1000;  
                endcase
            end
            default: alu_ctrl = 4'b0010;  
        endcase
    end
    assign rs1_data = (rs1 == 5'b0) ? 32'b0 : mem[rs1];
    assign rs2_data = (rs2 == 5'b0) ? 32'b0 : mem[rs2];
    always @(posedge clk) begin
        if (!rst_n) begin
            for (i = 0; i < 32; i = i + 1)
                mem[i] <= 32'b0;
        end
        else if (RegWrite && (rd != 5'b0))
            mem[rd] <= write_data_reg;
    end
    always @(*) begin
        case (alu_ctrl) // synopsys parallel_case full_case
            4'b0000: ALU_result = rs1_data & ALU_b;
            4'b0001: ALU_result = rs1_data | ALU_b;
            4'b0010: ALU_result = $signed(rs1_data) + $signed(ALU_b);
            4'b0110: ALU_result = $signed(rs1_data) - $signed(ALU_b);
            4'b1000: ALU_result = ($signed(rs1_data) < $signed(ALU_b)) ? 32'b1 : 32'b0;
        endcase
    end
    assign zero = (ALU_result == 32'b0);
    assign ALU_b = ALUSrc ? imm : rs2_data;
    assign write_data_reg = (Jalr || Jal) ? PC_add4 :
                            MemtoReg ? mem_rdata_Db : ALU_result;
    always @(posedge clk) begin
    if (!rst_n)
        PC <= 32'b0;
    else
        PC <= next_PC;
    end
    assign mem_addr_I = PC;
    assign PC_add4 = PC + 4;
    always @(*) begin
        if (Jalr)
            next_PC = ALU_result;
        else if ((Branch && zero) || Jal)
            next_PC = $signed(PC) + $signed(imm);
        else
            next_PC = PC_add4;
    end
endmodule
File: flow/config.mk
export PLATFORM = sky130hd
export DESIGN_NAME = core
export DESIGN_NICKNAME = core
export VERILOG_FILES = /design/flow/design.v
export SDC_FILE = /design/flow/constraint.sdc
export NUM_CORES = 4
export LEC_CHECK = 1
export CORE_UTILIZATION = 30
File: flow/run.sh
#!/bin/bash
# OpenROAD 26Q1-2900-gdf79404cd8, Yosys 0.63+post, stock flow scripts
make -C /OpenROAD-flow-scripts/flow DESIGN_CONFIG=/design/flow/config.mk WORK_HOME=/design/flow/orfs finish
==> results.py <==
# Flow results
metrics = {
    "cts": {
        "cts_root_buf": "clkbuf_16",
        "post_cts_resized": 0,
        "clk_pin_slew_ns": 0.06,
        "clockBufferDepth": 3,
        "cts_buffers": 113,
        "clk-insertion-delay-late_ns": 0.77,
        "cts_setup_buffers": 0,
        "hold_buffers": 0,
        "cts_sinks": 1056,
        "htree_levels": 3,
        "tritoncts": "done",
    },
    "layout": {
        "drive_above_1_share_pct": 20.0,
        "logic_area_um2": 29200,
        "final_util_pct": 34.6,
        "seq_area_um2": 31400,
        "nFillCells": 19806,
        "syn2layout_area_growth_pct": 14.6,
        "final_cell_mix": "nor2_1 (1209), edfxtp_1 (1024), mux4_2 (473)",
        "lay_top_count": "nor2_1",
    },
    "routing": {
        "wl_met1_um": 75800,
        "drc_errors": 0,
        "wl_per_cell_um": 29.9,
        "top_layer": "met5",
        "via_per_inst": 5.73,
        "wl_um": 241000,
        "drtIter0Drc": 3486,
        "antenna_left": 0,
        "route.met3.wl_um": 42200,
        "drt_pass1_iterations": 6,
        "dr_total_vias": 46205,
        "routed-wl-met2_um": 108000,
    },
    "floorplanning": {
        "row_count": 167,
        "fp.dieW_um": 458,
        "die_h_um": 458,
        "fp-utilization_pct": 30.2,
        "ioPinCount": 163,
        "coreArea_um2": 207000,
        "die_area_um2": 210000,
    },
    "timing": {
        "setup_viol": 0,
        "finalClockPeriodUsage_pct": 59.4,
        "fin_skew_ns": 0.0983,
        "finalWorstSetupSlack_ns": 18.51,
        "fin_tns_setup_ns": 0,
        "fmax_ghz": 0.0369,
        "relSlewSlack_pct": 26.5,
        "tightestPinTransition_ns": 1.09,
        "hold_viol": 0,
        "fin_crit_ns": 27.09,
        "rsz0062_at_grt": "false",
        "slew_violations": 0,
    },
    "synthesis": {
        "synthFlopType": "edfxtp_1",
        "netlist.area_leader.share_pct": 49.3,
        "synth_warnings": 3,
        "synthCells": 5201,
        "synth_cell_types": 88,
        "synth_seq_share_pct": 50.3,
        "top_cells_by_area": "edfxtp_1 (49%), mux4_2 (17%), nor2_1 (7.3%)",
        "syn_area_um2": 62400,
        "edf_count": 1024,
        "top_area_cell": "edfxtp_1",
        "async_reset_ff_share_pct": 0,
        "yosys_cells": 5201,
        "syn_area_per_cell_um2": 12.0,
        "ys_area_um2": 62400,
        "ys_seq_elements": 1056,
    },
    "job": {
        "drv_cap": 0,
        "warnings": 92,
    },
    "run_status": {
        "run_status": "complete, no violations",
    },
    "power_and_ir_drop": {
        "peakVddDrop_mv": 0.0350,
        "p_per_area_nw_per_um2": 38.8,
        "pwr-share-clk_pct": 33.2,
        "leakage_nw": 25.6,
        "p_comb_share_pct": 25.8,
        "p_int_mw": 1.89,
        "swShare_pct": 32.0,
        "p_sw_uw": 888,
        "seqPwrFrac_pct": 41.0,
    },
    "placed_design": {
        "portBuffers": 160,
        "gp_congestion": 0.981,
        "place_ws_ns": 18.52,
        "hpwlAfterDp_um": 153000,
    },
    "setup_path": {
        "cp_slowest_cell": "nor4_1",
        "critical_path.top_delay_family": "buffers and inverters",
        "arrival_ns": 17.97,
        "crit_type": "in -> out",
        "path_buffers": 8,
        "crit_path_start_kind": "input pin",
        "critPathCaptureType": "primary output",
        "cp_data_required_time_ns": 36.48,
        "crit_fanout": 70,
        "cpPeakStageDelay_ns": 0.84,
        "crit_chain": "buf_8, buf_4, buf_12, buf_4, buf_4, mux2i_1, o21ai_0, o22ai_1, nor3_1, o21ai_0, inv_1, nor2_1, a21oi_1, ha_1, nor4_1, nand2_1, o21ai_1, mux2i_1, a21oi_1, a21oi_1, inv_1, clkdlybuf4s50_1",
    },
    "grt": {
        "grt_pass1_wl_um": 341000,
        "grtUsageTotal_pct": 24.2,
        "grt_overflow": 0,
        "antenna_found_initial": 8,
        "first_global_vias": 48388,
        "grt_max_degree": 71,
    },
    "worst_hold_path": {
        "hold_class": "reg -> reg",
    },
}
[state kept, by name (all words and copies together), names as in the netlist]
signal and cells:
mem 1024, PC 32
[metal layers]
layer	global-route usage, %	up-vias
li1	-	19713
met1	25.5	22507
met2	35.6	3386
met3	18.0	578
met4	11.2	21
met5	2.59	-
[cell usage after synthesis, types with 24 or more instances]
library cell  count
ha_1            128
inv_1           143
mux4_2          473
a21o_1           35
xor2_1           31
mux2i_1         244
dfxtp_1          32
a21oi_1         193
o22ai_1          58
xnor2_1          42
nor2_1         1210
edfxtp_1       1024
nand3_1          40
a221oi_1         24
nand4_1          28
o221ai_1         54
nand2_1         205
o21ai_0         178
nor3_1          114
mux2_2           49
clkbuf_1        398
nor2b_1          31
buf_1            59
[power by group through the flow]
stage	sequential, mW	combinational, mW	clock (mW)
CTS	1.14	0.706	0.928
global route	1.14	0.757	0.964
finish	1.14	0.718	0.921
[cell families after synthesis]
logic type	synth area share (%)
and+or+nand+nor	11.7
DFF	50.3
AOI/OAI and AO/OA	8.57
muxes	21.9
buffers and inverters	3.83
adders and majority gates	2.66
xor gates and xnor gates	1.02
other	0.00601
[path summary, 6_finish.rpt]
| kind | cells past startpoint | from | slack [ns] | endpoint |
|---|---|---|---|---|
| setup reg to reg | 19 | mem[8][11] | 37.47 | PC[2] |
| hold / removal | 2 | PC[0] | 0.66 | PC[0] |
| setup / recovery | 22 | mem_rdata_I[12] | 18.51 | mem_addr_D[28] |
| hold reg to reg | 2 | PC[0] | 0.66 | PC[0] |
[cell type report]
type	count	share of cell area, %
Sequential cell	1056	43.9
Multi-Input combinational cell	3551	40.8
Tap cell	2704	4.73
Timing Repair Buffer	392	4.73
Clock buffer	138	4.11
Clock inverter	73	1.02
Inverter	145	0.761
Antenna cell	4	0.0140
[stage by stage]
step	total power [mW]	hold slack, ns	area [um^2]	cells
final	2.78	0.661	71600	8063
after CTS	2.77	0.666	71500	8059
after detailed placement	1.86	0.656	67900	7848
after floorplan	1.54	0.461	62500	5232
after global placement	1.86	0.653	67900	7848
after global routing	2.86	0.674	71600	8061
[worst min-delay path, stage by stage, from the launching register on]
cell,delay (ns)
dfxtp_1,0.44
nand3_1,0.12
a21oi_1,0.05
No activity file was given, so power comes from the tool's default toggle rates.
