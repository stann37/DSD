==> design/flow/design.v <==
module cache(
    clk,
    proc_reset,
    proc_read,
    proc_write,
    proc_addr,
    proc_rdata,
    proc_wdata,
    proc_stall,
    mem_read,
    mem_write,
    mem_addr,
    mem_rdata,
    mem_wdata,
    mem_ready
);
    input          clk;
    input          proc_reset;
    input          proc_read, proc_write;
    input   [29:0] proc_addr;
    input   [31:0] proc_wdata;
    output         proc_stall;
    output  [31:0] proc_rdata;
    input  [127:0] mem_rdata;
    input          mem_ready;
    output         mem_read, mem_write;
    output  [27:0] mem_addr;
    output [127:0] mem_wdata;
    reg [127:0] blocks [0:7];    
    reg valid [0:7];
    reg dirty [0:7];
    reg [24:0] tag [0:7];    
    wire [24:0] addr_tag;
    wire [2:0] addr_idx;
    wire [1:0] addr_offset;
    reg [2:0] state, nxt_state;
    parameter S_IDLE = 3'd0;
    parameter S_WRITE_BACK = 3'd1;
    parameter S_READ_MEM = 3'd2;
    parameter S_WRITE_CACHE = 3'd3;
    reg proc_stall_r;
    reg [31:0] proc_rdata_r;
    reg mem_read_r, mem_write_r;
    reg [27:0] mem_addr_r;
    reg [127:0] mem_wdata_r;
    wire hit;
    wire [31:0] word_selected;
    reg [31:0] read_data_from_mem;
    integer i;
    assign {addr_tag, addr_idx, addr_offset} = proc_addr;
    assign proc_stall = proc_stall_r;
    assign proc_rdata = proc_rdata_r;
    assign mem_read = mem_read_r;
    assign mem_write = mem_write_r;
    assign mem_addr = mem_addr_r;
    assign mem_wdata = mem_wdata_r;
    assign hit = valid[addr_idx] && (tag[addr_idx] == addr_tag);
    assign word_selected = (addr_offset == 2'b00) ? blocks[addr_idx][31:0] :
                          (addr_offset == 2'b01) ? blocks[addr_idx][63:32] :
                          (addr_offset == 2'b10) ? blocks[addr_idx][95:64] :
                                                  blocks[addr_idx][127:96];
    always @(*) begin
        case(addr_offset)
            2'b00: read_data_from_mem = mem_rdata[31:0];
            2'b01: read_data_from_mem = mem_rdata[63:32];
            2'b10: read_data_from_mem = mem_rdata[95:64];
            2'b11: read_data_from_mem = mem_rdata[127:96];
            default: read_data_from_mem = 32'b0;
        endcase
    end
    always @(*) begin
        nxt_state = state;
        case (state)
            S_IDLE: begin
                if((proc_read || proc_write) && !hit) begin
                    if(valid[addr_idx] && dirty[addr_idx])
                        nxt_state = S_WRITE_BACK;
                    else
                        nxt_state = S_READ_MEM;
                end
            end
            S_WRITE_BACK: begin
                if (mem_ready) nxt_state = S_READ_MEM;
            end
            S_READ_MEM: begin
                if (mem_ready) nxt_state = S_WRITE_CACHE;
            end
            S_WRITE_CACHE: begin
                nxt_state = S_IDLE;
            end
            default: nxt_state = S_IDLE;
        endcase
    end
    always @(*) begin
        proc_stall_r = 1'b0;
        proc_rdata_r = 32'b0;
        mem_read_r = 1'b0;
        mem_write_r = 1'b0;
        mem_addr_r = 28'b0;
        mem_wdata_r = 128'b0;
        case (state)
            S_IDLE: begin
                if(proc_read) begin
                    if(hit) begin
                        proc_rdata_r = word_selected;
                        proc_stall_r = 1'b0;
                    end
                    else begin
                        proc_stall_r = 1'b1;
                        if(valid[addr_idx] && dirty[addr_idx]) begin
                            mem_write_r = 1'b1;
                            mem_addr_r = {tag[addr_idx], addr_idx};
                            mem_wdata_r = blocks[addr_idx];
                        end
                        else begin
                            mem_read_r = 1'b1;
                            mem_addr_r = {addr_tag, addr_idx};
                        end
                    end
                end
                else if(proc_write) begin
                    if(hit) begin
                        proc_stall_r = 1'b0;
                    end
                    else begin
                        proc_stall_r = 1'b1;
                        if(valid[addr_idx] && dirty[addr_idx]) begin
                            mem_write_r = 1'b1;
                            mem_addr_r = {tag[addr_idx], addr_idx};
                            mem_wdata_r = blocks[addr_idx];
                        end
                        else begin
                            mem_read_r = 1'b1;
                            mem_addr_r = {addr_tag, addr_idx};
                        end
                    end
                end
            end
            S_WRITE_BACK: begin
                proc_stall_r = 1'b1;
                mem_write_r = 1'b1;
                mem_addr_r = {tag[addr_idx], addr_idx};
                mem_wdata_r = blocks[addr_idx];
            end
            S_READ_MEM: begin
                proc_stall_r = 1'b1;
                mem_read_r = 1'b1;
                mem_addr_r = {addr_tag, addr_idx};
                if(mem_ready && proc_read) begin
                    proc_rdata_r = read_data_from_mem;
                end
            end
            S_WRITE_CACHE: begin
                proc_stall_r = 1'b1;
                if(proc_read) begin
                    proc_rdata_r = read_data_from_mem;
                end
            end
        endcase
    end
    always@(posedge clk) begin
        if(proc_reset) begin
            state <= S_IDLE;
            for(i = 0; i < 8; i = i + 1) begin
                valid[i] <= 1'b0;
                dirty[i] <= 1'b0;
                tag[i] <= 25'b0;
                blocks[i] <= 128'b0;
            end
        end
        else begin
            state <= nxt_state;
            case(state)
                S_IDLE: begin
                    if(proc_write && hit) begin
                        case(addr_offset)
                            2'b00: blocks[addr_idx][31:0] <= proc_wdata;
                            2'b01: blocks[addr_idx][63:32] <= proc_wdata;
                            2'b10: blocks[addr_idx][95:64] <= proc_wdata;
                            2'b11: blocks[addr_idx][127:96] <= proc_wdata;
                        endcase
                        dirty[addr_idx] <= 1'b1;  
                    end
                end
                S_WRITE_CACHE: begin
                    blocks[addr_idx] <= mem_rdata;
                    tag[addr_idx] <= addr_tag;
                    valid[addr_idx] <= 1'b1;
                    if(proc_write) begin
                        case(addr_offset)
                            2'b00: blocks[addr_idx][31:0] <= proc_wdata;
                            2'b01: blocks[addr_idx][63:32] <= proc_wdata;
                            2'b10: blocks[addr_idx][95:64] <= proc_wdata;
                            2'b11: blocks[addr_idx][127:96] <= proc_wdata;
                        endcase
                        dirty[addr_idx] <= 1'b1;  
                    end
                    else begin
                        dirty[addr_idx] <= 1'b0;
                    end
                end
            endcase
        end
    end
endmodule
==> design/flow/run.sh <==
#!/bin/bash
# OpenROAD 26Q1-2900-gdf79404cd8, Yosys 0.63+post, stock flow scripts
make -C /OpenROAD-flow-scripts/flow DESIGN_CONFIG=/design/flow/config.mk WORK_HOME=/design/flow/orfs finish
==> design/flow/config.mk <==
export PLATFORM = sky130hd
export DESIGN_NAME = cache
export DESIGN_NICKNAME = cache
export VERILOG_FILES = /design/flow/design.v
export SDC_FILE = /design/flow/constraint.sdc
export NUM_CORES = 4
export LEC_CHECK = 1
export CORE_UTILIZATION = 30
==> design/flow/constraint.sdc <==
current_design cache

set clk_period 33.6
set clk_io_pct 0.2

create_clock -name clk0 -period $clk_period [get_ports {clk}]

set non_clock_inputs [all_inputs -no_clocks]
set_input_delay [expr $clk_period * $clk_io_pct] -clock clk0 $non_clock_inputs
set_output_delay [expr $clk_period * $clk_io_pct] -clock clk0 [all_outputs]
==> flow_summary.yaml <==
# synthesis and place-and-route metrics
status:
  status: "completed"
clock_network:
  cts_buffers: 121
  cts_root_buf: "clkbuf_16"
  clkSlewWorstSetupHoldPaths_ns: 0.06
  htree_levels: 3
  cts_resized: 0
  ctsHoldBuffers: 0
  clkSinkCount: 1244
  cts_tree: "built"
  clk_path_buf_depth: 3
  insertion_delay_ns: 0.78
  postCtsSetupBuffers: 0
grt:
  grt_pass1_wl_um: 376400
  grt_pass1_vias: 46740
  antenna_found_initial: 33
  grt_max_degree: 112
  grt.overflow.total: 0
  groute.usage.overall_pct: 28.90
detailed_routing:
  viasPerCell: 6.158
  wl_per_cell_um: 36.26
  postRouteAntennaNets: 0
  drt_iter0_drc: 4644
  first_pass_iters: 5
  totalWireLength_um: 274000
  vias: 46530
  drc: 0
final_timing:
  setup_slack_ns: 13.08
  setup_viol: 0
  finalClockPeriodUsage_pct: 61.06
  skew_ns: 0.05720
  period_needed_ns: 20.52
  hold_viol: 0
  fin_tns_setup_ns: 0
  max_slew_margin_pct: 11.29
  tightest_slew_ns: 1.331
  maxSlewViolCount: 0
  clock.fmax_mhz: 48.74
  rsz0062_at_grt: "false"
floorplanning:
  core_um2: 195000
  ios: 386
  dieHeight_um: 445.3
  die_area_um2: 198300
  placementRows: 162
  fp.dieW_um: 445.3
  fp_util_pct: 30.23
synthesis:
  synthDistinctLibCells: 62
  syn-cell-area_um2: 58950
  ys_cells: 4560
  avgSynthCellArea_um2: 12.93
  ys_warn_count: 1
  ys.flops: 1244
  ys_area_um2: 58950
  flop_cell: "edfxtp_1"
  ys_seq_share_pct: 63.17
  synthArstFlopShare_pct: 0
  synth-edff-count: 1232
  synth_cells: 4560
critical_path:
  slowest_stage: "buf_4"
  ff2ff_path_depth: 11
  crit_required_ns: 26.88
  path_depth: 14
  rr_startpoint: "tag[1][7]"
  cp_num_buf_inv: 6
  rrSetupSlack_ns: 28.00
  arrival_ns: 13.80
  worst_path_most_repeated_cell: "buf_4"
  path_class: "in -> out"
  cp-end-kind: "output pin"
  r2r_end: "blocks[1][124]"
  worstSetupStartpointType: "input port"
  slowest_delay_ns: 0.76
  cp_max_fo: 71
  crit_chain: "buf_6, buf_4, buf_4, or2_2, o22ai_1, o21ai_0, o2111ai_1, or4b_2, nor4_4, o31a_2, buf_4, buf_4, nor2_1, clkdlybuf4s50_1"
  critical_path.top_delay_family: "buffers and inverters"
placement:
  portBuffers: 385
  dp_hpwl_um: 167000
  place_worst_setup_slack_ns: 13.25
  gp_congestion: 1.067
worst_hold_path:
  holdPathStages: 2
  hold_end: "valid[4]"
  min_path_type: "reg -> reg"
  hold_start: "valid[4]"
power_and_ir_drop:
  p_leak_nw: 23.70
  power.density_nw_per_um2: 50.56
  max-vdd-ir-drop_mv: 0.04257
layout:
  drive_gt1_share_pct: 12.68
  areaGrowthSynthToFinish_pct: 17.79
job:
  drv_cap: 0
  warnings: 31
-- worst max-delay path by stage --
stage,start,end
after CTS,proc_addr[2],mem_wdata[127]
after global routing,proc_addr[2],mem_wdata[127]
final,proc_addr[2],mem_wdata[127]
-- synthesized netlist by cell type, drive strengths merged, types with 28 or more instances --
master | instances | area share [%]
o21ai | 67 | 0.57
nand3 | 36 | 0.92
a22oi | 243 | 3.1
clkbuf | 326 | 2.1
edfxtp | 1232 | 63
a221oi | 86 | 1.3
mux2 | 52 | 0.99
a22o | 89 | 1.3
and4 | 28 | 0.42
a21oi | 1085 | 9.2
nor2 | 217 | 1.4
and3 | 258 | 2.7
nand2 | 120 | 0.76
mux2i | 233 | 4.0
mux4 | 82 | 3.2
buf | 163 | 2.1
-- power by group --
group / internal (mW) / total [mW] / leakage, nW / switching (mW)
Clock: 0.712 / 1.32 / 1.80 / 0.611
Sequential: 1.76 / 1.77 / 12.8 / 0.0148
Combinational: 0.123 / 0.416 / 9.06 / 0.293
Total: 2.59 / 3.51 / 23.7 / 0.918
-- worst register-to-register path, stage by stage, from the launching register on --
cell,delay [ns]
edfxtp_1,0.36
mux4_1,0.51
mux2i_1,0.30
xnor2_1,0.21
nor2_1,0.12
or4b_1,0.49
nor4_4,0.32
buf_4,0.29
buf_4,0.60
nand3_4,0.76
nand2_2,0.72
buf_4,0.53
-- registers in the layout (all words and copies together), names as in the netlist --
| name | flops |
|---|---|
| valid | 8 |
| blocks | 1024 |
| dirty | 8 |
| tag | 200 |
| state | 4 |
-- metal layers --
metal	GRT usage (%)	part of all wire [%]	vias up
met1	29.20	30	22820
met4	19.23	8.2	56
met2	39.06	42	4272
li1	-	-	18470
met3	23.55	19	914
met5	8.352	0.72	-
-- cell usage in the layout, fill, tap and decap left out, types with 11 or more instances in the layout --
master | netlist | layout
edfxtp_1 | 1232 | 1232
and4_1 | 28 | 28
diode_2 | 0 | 34
nand2_2 | 0 | 30
inv_1 | 23 | 22
mux2i_1 | 233 | 233
o211ai_1 | 19 | 19
mux4_2 | 79 | 79
dfxtp_1 | 12 | 11
o22ai_1 | 18 | 18
clkbuf_16 | 0 | 122
nor2_1 | 217 | 212
clkbuf_1 | 323 | 31
a221o_1 | 12 | 12
nor3_1 | 24 | 24
a221oi_1 | 86 | 85
nand3_4 | 29 | 29
nand2_1 | 120 | 82
buf_4 | 11 | 224
a21oi_1 | 1085 | 1082
a222oi_1 | 18 | 18
a22oi_1 | 243 | 243
mux2_2 | 52 | 52
clkinv_1 | 0 | 26
and3_1 | 258 | 258
clkinv_2 | 0 | 16
o21ai_0 | 67 | 67
o2bb2ai_1 | 14 | 14
clkdlybuf4s50_1 | 0 | 380
o21a_1 | 20 | 20
a22o_1 | 89 | 89
-- cell families after synthesis --
group / after synthesis / synth area share [%]
flip-flops: 1244 / 63.17
XOR/XNOR: 11 / 0.1634
AND-OR/OR-AND: 1684 / 17.06
AND/OR/NAND/NOR: 742 / 7.164
buffers and inverters: 512 / 4.341
multiplexers: 367 / 8.102
-- metrics by stage --
stage / utilization [%] / cells / instance area [um2] / total power [mW] / hold slack, ns
after floorplan: - / 4560 / 58950 / 1.968 / 0.4443
after global placement: 33.65 / 7304 / 65620 / 2.196 / 0.4568
after detailed placement: 33.65 / 7305 / 65620 / 2.197 / 0.4601
after CTS: 35.56 / 7523 / 69350 / 3.488 / 0.4735
after global routing: 35.59 / 7544 / 69400 / 3.570 / 0.4964
final: 35.61 / 7557 / 69430 / 3.511 / 0.4716
-- layout make-up --
class / count / area (um2)
Antenna cell: 34 / 85.08
Clock buffer: 153 / 3169
Clock inverter: 65 / 554.3
Fill cell: 18720 / 125600
Inverter: 23 / 86.33
Multi-Input combinational cell: 2804 / 19420
Sequential cell: 1244 / 37240
Tap cell: 2624 / 3283
Timing Repair Buffer: 610 / 5592
No activity file was given, so power comes from the tool's default toggle rates.
